==> design.v <==
module Multiplier_2x2 #(
	parameter	APPROX = 0			 
)(
	input	wire	[1:0]	A,
	input	wire	[1:0]	B,
	output	reg	[3:0]	OUT
);
	wire	AND_10, AND_01, AND_11, AND_10_01;
	assign	AND_10		= A[1] & B[0];	
	assign	AND_01		= A[0] & B[1];	
	assign	AND_11		= A[1] & B[1];
	assign	AND_10_01	= AND_10 & AND_01;	
	always @(*) begin
		if(APPROX) begin
			OUT[0]	= A[0] & B[0];
	 		OUT[1]	= AND_10 | AND_01;
	 		OUT[2]	= AND_11;
			OUT[3]	= 1'b0;
		end 
		else begin
			OUT[0]	= A[0] & B[0];
	 		OUT[1]	= AND_10 ^ AND_01;
	 		OUT[2]	= AND_10_01 ^ AND_11;
			OUT[3]	= AND_10_01 & AND_11;
		end
	end
endmodule
module Multiplier_wallace #(
    parameter APPROX_TYPE	= 0,
	parameter APPROX_W		= 16,
	parameter WIDTH_A 		= 16,
	parameter WIDTH_B 		= 16,
	parameter WIDTH_MUL 	= 32,
	parameter SIGNED		= 0, 
	parameter STAGE			= 0
)(
    input	wire 					clk,
	input	wire					rst_n,
	input	wire					pip_en,
	input	wire	[WIDTH_A-1:0]	A,
	input	wire	[WIDTH_B-1:0]	B,
	output	wire	[WIDTH_MUL-1:0]	OUT
);
	wire			[WIDTH_A-1:0]	a_abs;
	wire			[WIDTH_B-1:0]	b_abs;
	wire			[15:0]			a_wall;
	wire			[15:0]			b_wall;
	wire			[31:0]			product;
	reg				[WIDTH_MUL-1:0]	product_out;
	wire							a_sign, b_sign, pro_sign;
	reg 	signed 	[WIDTH_MUL-1:0] pipe_reg [0:STAGE];
	integer 						p;
	assign	a_sign		= A[WIDTH_A-1];		 
	assign	b_sign		= B[WIDTH_B-1];		 
	assign 	pro_sign	= a_sign ^ b_sign;
	assign 	a_abs	= 	(!SIGNED) 	? 	A :			 
						(a_sign)	? 	(0-A) :		 
						A;
	assign 	b_abs	= 	(!SIGNED) 	? 	B :			 
						(b_sign)	? 	(0-B) :		 
						B;
	assign	a_wall	=	{1'b0, a_abs[WIDTH_A-2:0]};	
	assign	b_wall	=	{1'b0, b_abs[WIDTH_B-2:0]};
	Wallace_16bit #(
		.APPROX(APPROX_TYPE)
	) w0 (
		.A(a_wall),
		.B(b_wall),
		.OUT(product)
	);
	always @(posedge clk or negedge rst_n) begin
		if(!rst_n) begin
			product_out	<= {WIDTH_MUL{1'b0}};	
		end
		else begin
			if(SIGNED && pro_sign)
				product_out	<= (0 - product);	 
			else
				product_out	<= product;
		end
	end
	assign OUT = product_out;
endmodule
module Wallace_16bit #(
    parameter   APPROX = 0
)(
    input   wire    [15:0]   A,
    input   wire    [15:0]   B,
    output  wire    [31:0]   OUT         
);
    wire    [7:0]    A1, A2, B1, B2;
    wire    [15:0]   A1_B1, A1_B2, A2_B1, A2_B2;
    wire    [15:0]   partial_1, partial_2, partial_3;
    assign  A1 = A[7:0];
    assign  A2 = A[15:8];
    assign  B1 = B[7:0];
    assign  B2 = B[15:8];
    Wallace_8bit #(
        .APPROX(APPROX)
    ) m0 (
        .A(A1),
        .B(B1),
        .OUT(A1_B1)          
    );
    Wallace_8bit #(
        .APPROX(APPROX)
    ) m1 (
        .A(A1),
        .B(B2),
        .OUT(A1_B2)
    );
    Wallace_8bit #(
        .APPROX(APPROX)
    ) m2 (
        .A(A2),
        .B(B1),
        .OUT(A2_B1)
    );
    Wallace_8bit #(
        .APPROX(APPROX)
    ) m3 (
        .A(A2),
        .B(B2),
        .OUT(A2_B2)
    );
    assign  partial_1 = A1_B1[15:8] + A2_B1[7:0] + A1_B2[7:0];
    assign  partial_2 = partial_1[15:8] + A2_B1[15:8] + A1_B2[15:8] + A2_B2[7:0];
    assign  partial_3 = A2_B2[15:8] + partial_2[15:8];
    assign OUT = {partial_3[7:0], partial_2[7:0], partial_1[7:0], A1_B1[7:0]};
endmodule
module Wallace_4bit #(
    parameter   APPROX = 0
)(
    input   wire    [3:0]   A,
    input   wire    [3:0]   B,
    output  wire    [7:0]   OUT
);
    wire    [1:0]   A1, A2, B1, B2;
    wire    [3:0]   A1_B1, A1_B2, A2_B1, A2_B2;
    wire    [3:0]   partial_1, partial_2, partial_3;
    assign  A1 = A[1:0];
    assign  A2 = A[3:2];
    assign  B1 = B[1:0];
    assign  B2 = B[3:2];
    Multiplier_2x2 #(
        .APPROX(APPROX)
    ) m0 (
        .A(A1),
        .B(B1),
        .OUT(A1_B1)          
    );
    Multiplier_2x2 #(
        .APPROX(APPROX)
    ) m1 (
        .A(A1),
        .B(B2),
        .OUT(A1_B2)
    );
    Multiplier_2x2 #(
        .APPROX(APPROX)
    ) m2 (
        .A(A2),
        .B(B1),
        .OUT(A2_B1)
    );
    Multiplier_2x2 #(
        .APPROX(APPROX)
    ) m3 (
        .A(A2),
        .B(B2),
        .OUT(A2_B2)
    );
    assign  partial_1 = A1_B1[3:2] + A2_B1[1:0] + A1_B2[1:0];
    assign  partial_2 = partial_1[3:2] + A2_B1[3:2] + A1_B2[3:2] + A2_B2[1:0];
    assign  partial_3 = A2_B2[3:2] + partial_2[3:2];
    assign OUT = {partial_3[1:0], partial_2[1:0], partial_1[1:0], A1_B1[1:0]};
endmodule
module Wallace_8bit #(
    parameter   APPROX = 0
)(
    input   wire    [7:0]   A,
    input   wire    [7:0]   B,
    output  wire    [15:0]   OUT
);
    wire    [3:0]   A1, A2, B1, B2;
    wire    [7:0]   A1_B1, A1_B2, A2_B1, A2_B2;
    wire    [7:0]   partial_1, partial_2, partial_3;
    assign  A1 = A[3:0];
    assign  A2 = A[7:4];
    assign  B1 = B[3:0];
    assign  B2 = B[7:4];
    Wallace_4bit #(
        .APPROX(APPROX)
    ) m0 (
        .A(A1),
        .B(B1),
        .OUT(A1_B1)          
    );
    Wallace_4bit #(
        .APPROX(APPROX)
    ) m1 (
        .A(A1),
        .B(B2),
        .OUT(A1_B2)
    );
    Wallace_4bit #(
        .APPROX(APPROX)
    ) m2 (
        .A(A2),
        .B(B1),
        .OUT(A2_B1)
    );
    Wallace_4bit #(
        .APPROX(APPROX)
    ) m3 (
        .A(A2),
        .B(B2),
        .OUT(A2_B2)
    );
    assign  partial_1 = A1_B1[7:4] + A2_B1[3:0] + A1_B2[3:0];
    assign  partial_2 = partial_1[7:4] + A2_B1[7:4] + A1_B2[7:4] + A2_B2[4:0];
    assign  partial_3 = A2_B2[7:4] + partial_2[7:4];
    assign OUT = {partial_3[3:0], partial_2[3:0], partial_1[3:0], A1_B1[3:0]};
endmodule
==> run.sh <==
#!/bin/bash
# OpenROAD 26Q1-2900-gdf79404cd8, Yosys 0.63+post, stock flow scripts
make -C /OpenROAD-flow-scripts/flow DESIGN_CONFIG=/design/flow/config.mk WORK_HOME=/design/flow/orfs finish
==> config.mk <==
export PLATFORM = sky130hd
export DESIGN_NAME = Multiplier_wallace
export DESIGN_NICKNAME = Multiplier_wallace
export VERILOG_FILES = /design/flow/design.v
export SDC_FILE = /design/flow/constraint.sdc
export NUM_CORES = 4
export LEC_CHECK = 1
export CORE_UTILIZATION = 30
==> constraint.sdc <==
current_design Multiplier_wallace

set clk_period 1.0
set clk_io_pct 0.2

create_clock -name clk0 -period $clk_period [get_ports {clk}]

set non_clock_inputs [all_inputs -no_clocks]
set_input_delay [expr $clk_period * $clk_io_pct] -clock clk0 $non_clock_inputs
set_output_delay [expr $clk_period * $clk_io_pct] -clock clk0 [all_outputs]
==> results_dict.tcl <==
# collected from the flow reports
set metrics [dict create \
    maxSlewHeadroom 0.704 \
    ys_seq_frac 0.0709 \
    drtIter0Drc 183 \
    fp.dieH_microns 196 \
    antenna_found_initial 1 \
    grtUsageTotal 0.141 \
    synth_area_sq_um 11300 \
    finalInstanceArea_sq_um 14400 \
    critical_path.max_fanout 3 \
    fp-utilization 0.307 \
    worst-setup-path-type "in -> reg" \
    synth_cells 1204 \
    path_clk_slew_ns 0.06 \
    rsz0062_at_grt "true" \
    synth_area_per_cell_sq_um 9.38 \
    ys_cells 1204 \
    via_count 8249 \
    cts_made_buffers 5 \
    drv_cap 0 \
    synth_top_area_share 0.307 \
    first_global_vias 8965 \
    synth_top_cell_by_area "ha_1" \
    holdWs_ns -0.154 \
    drive_gt1_frac 0.237 \
    ys.flop_type "dfrtp_1" \
    drc 0 \
    hold_viol_final 32 \
    finalNonFillerCells 1877 \
    synth_cell_types 38 \
    async_reset_ff_frac 1.00 \
    largest_register_ff_count 32 \
    slew_violations 0 \
    warning_count 33 \
    regArea_sq_um 801 \
    dp_slack_ns -12.91 \
    synthTopCellsByArea "ha_1 (31%), fa_1 (25%), and2_1 (11%)" \
    min_period_ns 13.15 \
    diodes 0 \
    first_pass_iters 4 \
    crit_slowest_cell "fa_2" \
    crit_top_cell "ha_4" \
    ys_area_sq_um 11300 \
    setup_ws_ns -12.15 \
    worstMarginPinSlew_ns 0.440 \
    comb_area_sq_um 10300 \
    cts.sinks 32 \
    endpoint_kind "flop" \
    clock_path_buffers 2 \
    chipArea_sq_um 38400 \
    hp-class "in -> async" \
    fmax_mhz 76.1 \
    cp.buffers_inverters 10 \
    required_ns 1.18 \
    setup-tns-final_ns -250.34 \
    cts_tree "built" \
    fillers 3494 \
    top_cells_by_count "ha_1 (277), inv_1 (218), and2_1 (204), fa_1 (141), xnor2_1 (63)" \
    setup_viol 30 \
    numPortBuffers 63 \
    edf_count 0 \
    area_growth_pct 27.8 \
    row_count 70 \
    largest_registers "product_out: 32 flops" \
    post_drt_wl_per_cell_microns 13.0 \
    slowest_delay_ns 0.57 \
    grt_max_degree 33 \
    critical_path.top_delay_family "adder cells" \
    dpl.hpwl_mm 21.0 \
    fin_crit_sh 13.1 \
    regMostFlops "product_out" \
    io_pins 67 \
    run_status "finished, violations left" \
    yosysWarnings 2 \
    ys.flops 32 \
    cts_max_level 2 \
    top_cell "ha_1" \
    ant_nets 0 \
    cp.arrival_ns 13.32 \
    grt_pass1_wl_mm 42.3 \
    overflow 0 \
    wl_mm 24.4 \
    die_w_microns 196 \
    vias_per_cell 4.39 \
    core_area_sq_um 36800 \
    finalWeightedCongestion 0.849 \
    placedCellCount 1855 \
    worst_setup_path_start_kind "primary input" \
    violations "negative hold slack, negative setup slack" \
    post_dp_cell_area_sq_um 13800 \
    cts_root_buf "clkbuf_16" \
]
worst max path at each step:
stage                 startpoint              end  cells past startpoint
after CTS                   B[1]  product_out[31]                     64
after global routing        B[1]  product_out[31]                     63
final                       B[1]  product_out[31]                     64
per-layer routing:
| layer | up-vias | track usage | part of all wire |
|---|---|---|---|
| met3 | 8 | 0.0233 | 0.043 |
| met1 | 3937 | 0.206 | 0.49 |
| met5 | - | 0 | 0 |
| li1 | 4206 | - | - |
| met4 | 0 | 0.0113 | 0.010 |
| met2 | 98 | 0.232 | 0.46 |
layout make-up:
cell class | instances | share of cell area
Multi-Input combinational cell | 924 | 0.715
Timing Repair Buffer | 227 | 0.122
Inverter | 218 | 0.0567
Sequential cell | 32 | 0.0555
Tap cell | 468 | 0.0406
Clock buffer | 8 | 0.0101
stage by stage:
stage          hold WS, ns  utilization
5_1_grt             -0.134        0.392
4_1_cts             -0.143        0.383
3_3_place_gp         0.175        0.375
2_1_floorplan      -0.0956            -
6_report            -0.154        0.392
3_5_place_dp         0.180        0.375
repair_timing:
item / 4_1_cts / 5_1_grt
resized: 159 / 60
pin swaps: 63 / 64
setup buffers: 15 / 7
hold endpoints to repair: 32 / 32
endpoints found under the setup margin: 62 / 32
placed cells by master (no fill, tap or decap), types with 5 or more instances in the layout:
master / Yosys / routed
a21o_1: 29 / 29
a21oi_1: 40 / 31
a21oi_2: 0 / 9
and2_1: 204 / 200
buf_2: 0 / 34
buf_4: 0 / 149
buf_6: 0 / 15
clkbuf_16: 0 / 5
clkdlybuf4s50_1: 0 / 24
dfrtp_1: 32 / 32
fa_1: 141 / 132
fa_2: 0 / 9
ha_1: 277 / 250
ha_4: 0 / 23
inv_1: 218 / 202
inv_2: 0 / 16
nand2_1: 41 / 39
nor2_1: 22 / 13
nor2_2: 0 / 6
nor2b_1: 15 / 12
o21a_1: 7 / 6
or2_2: 7 / 5
xnor2_1: 63 / 47
xnor2_2: 0 / 12
xor2_1: 33 / 31
logic make-up after synthesis:
logic type | after synthesis | share of synthesized area
compound gates | 96 | 0.0547
xor+xnor | 96 | 0.0745
fa+ha+maj | 418 | 0.557
buf+inv | 248 | 0.0824
flops | 32 | 0.0709
mux | 1 | 0.000887
simple gates | 313 | 0.160
