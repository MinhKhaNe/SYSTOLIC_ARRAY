[design/flow/run.sh]
#!/bin/bash
# OpenROAD 26Q1-2900-gdf79404cd8, Yosys 0.63+post, stock flow scripts
make -C /OpenROAD-flow-scripts/flow DESIGN_CONFIG=/design/flow/config.mk WORK_HOME=/design/flow/orfs finish
[design/flow/config.mk]
export PLATFORM = sky130hd
export DESIGN_NAME = Multiplier_bam
export DESIGN_NICKNAME = Multiplier_bam
export VERILOG_FILES = /design/flow/design.v
export SDC_FILE = /design/flow/constraint.sdc
export NUM_CORES = 4
export LEC_CHECK = 1
export CORE_UTILIZATION = 50
[design/flow/constraint.sdc]
current_design Multiplier_bam

set clk_period 28.2
set clk_io_pct 0.2

create_clock -name clk0 -period $clk_period

set non_clock_inputs [all_inputs -no_clocks]
set_input_delay [expr $clk_period * $clk_io_pct] -clock clk0 $non_clock_inputs
set_output_delay [expr $clk_period * $clk_io_pct] -clock clk0 [all_outputs]
[design/flow/design.v]
module Bam_cell(
	input	wire	A,				 
	input	wire	B,				 
	input	wire	pre_OUT,		 
	input	wire	Carry,			 
	output	wire	Carry_out,
	output	wire	OUT
);
  	wire			and_ab;
	wire	[1:0]	result;
	assign	and_ab 		= A & B;
	assign	result		= and_ab + pre_OUT + Carry;	
	assign	Carry_out	= result[1];
	assign	OUT			= result[0];
endmodule
module Multiplier_bam #(
	parameter WIDTH_A 	= 16,
	parameter WIDTH_B 	= 16,
	parameter WIDTH_OUT	= WIDTH_A + WIDTH_B,
	parameter SIGNED 	= 0,
	parameter VBL		= 0,		 
	parameter HBL		= 0,		 
	parameter STAGE		= 0	  	
)(
	input	wire			clk,
	input	wire			rst_n,
	input	wire			pip_en,
	input	wire	[WIDTH_A-1:0]	A,
	input	wire	[WIDTH_B-1:0]	B,
	output	wire	[WIDTH_OUT-1:0]	OUT
);
	parameter	WIDTH = ((WIDTH_A) > (WIDTH_B) ? (WIDTH_A) : (WIDTH_B));
	wire	signed	[WIDTH:0]		a, b;
	wire	[WIDTH*2:0]				sum_arr[WIDTH:0];
	wire	[WIDTH*2:0]				carry_arr[WIDTH:0];
	wire							a_sign, b_sign, pro_sign;
	wire	[2*WIDTH-1:0]			product;
	wire 	[2*WIDTH-1:0] 			final_sum, final_carry;
	reg 	signed [WIDTH_OUT-1:0] 	pipe_reg [0:STAGE];
	integer 						p;
	wire 	signed [2*WIDTH-1:0] 	product_signed;
	assign product_signed 	= (SIGNED && pro_sign) ? -$signed(product) : product;
	assign	a_sign		= A[WIDTH_A-1];	 
	assign	b_sign		= B[WIDTH_B-1];	
	assign	pro_sign 	= a_sign ^ b_sign;
	assign a = (SIGNED && a_sign) ? (~{1'b0, A} + 1'b1) : {1'b0, A};
	assign b = (SIGNED && b_sign) ? (~{1'b0, B} + 1'b1) : {1'b0, B};
	genvar x, y;
	generate
		for(x = 0; x < WIDTH; x = x + 1) begin
			for(y = 0; y < WIDTH; y = y + 1) begin
				wire current_a = a[x];
				wire current_b = b[y];
				wire p_in_sum   = (x == 0) ? 1'b0 : sum_arr[x-1][y+1];
				wire p_in_carry = (x == 0) ? 1'b0 : carry_arr[x-1][y];
				if (y >= VBL && x >= HBL) begin
					Bam_cell BC (
						.A(current_a),
						.B(current_b),
						.pre_OUT(p_in_sum),
						.Carry(p_in_carry),
						.OUT(sum_arr[x][y]),
						.Carry_out(carry_arr[x][y])
					);
				end else begin
					assign sum_arr[x][y]   = p_in_sum; 
					assign carry_arr[x][y] = 1'b0;
				end
			end
			assign sum_arr[x][WIDTH] = carry_arr[x][WIDTH-1];
		end
	endgenerate
	genvar i;
	generate
		for(i = 0; i < WIDTH; i = i + 1) begin
			assign final_sum[i]   = sum_arr[i][0];
			assign final_carry[i] = 1'b0; 
			assign final_sum[i+WIDTH]   = sum_arr[WIDTH-1][i+1];
			assign final_carry[i+WIDTH] = carry_arr[WIDTH-1][i];
		end
	endgenerate
	assign product = final_sum + final_carry;
	assign OUT = product_signed;
endmodule
==> flow_summary.json <==
{
  "outcome": "finished clean",
  "met1_usage_pct": 27.98,
  "grt_max_degree": 17,
  "tightestPinTransition_ns": 0.6108,
  "fillers": 1251,
  "cts_hold_buf": 0,
  "grt_util_met2_pct": 31.99,
  "grt.met3_usage_pct": 1.281,
  "yosysTopAreaCell": "fa_1",
  "crit_type": "in -> out",
  "postCtsSetupRepairBufs": 0,
  "yosysWarnings": 1,
  "wl_um": 10740,
  "start_kind": "input port",
  "drive_gt1_share_pct": 1.035,
  "avgSynthCellArea_um2": 9.651,
  "synthCells": 757,
  "slew_headroom_pct": 58.93,
  "rsz0062_at_grt": "false",
  "dieHeight_um": 122.9,
  "crit_fanout": 16,
  "hpwlAfterDp_um": 10160,
  "diodes": 0,
  "grt-ovfl-total": 0,
  "worstSetupEndpoint": "OUT[28]",
  "cp_slowest_cell": "clkdlybuf4s50_1",
  "initial_core_util_pct": 52.03,
  "drv_cap": 0,
  "routabilityCongestion": 0.9517,
  "crit_required_ns": 22.56,
  "area_leaders": "fa_1, and2_1, inv_1, ha_1, nand2_1",
  "fmaxAchievable_ghz": 0.04645,
  "final_cells": 953,
  "flop_area_um2": 0,
  "die_w_um": 122.9,
  "finalMaxSlewViolations": 0,
  "cts_resized": 0,
  "netlist_area_um2": 7306,
  "ys_cells": 757,
  "drt_iter0_markers": 61,
  "remaining_drc_errors": 0,
  "yosys_area_um2": 7306,
  "fp.coreArea_um2": 14040,
  "ff_count": 0,
  "vias": 4769,
  "clkbuf_count": 0,
  "gr-usage-all-layers_pct": 18.05,
  "via_per_inst": 5.004,
  "cpPeakStageDelay_ns": 0.79,
  "post-route-period-util_pct": 76.34,
  "antenna_found_initial": 0,
  "postSynthSeqShare_pct": 0,
  "wl_per_cell_um": 11.27,
  "tns_ns": 0,
  "setup_viol": 0,
  "yosys.cell_types.count": 32,
  "grt_pass1_wl_um": 21440,
  "dp_cells": 953,
  "grt_pass1_vias": 5218,
  "area_delta_synth_final_pct": 8.563,
  "ant_nets": 0,
  "chip_area_um2": 15100,
  "path_common_cell": "fa_1",
  "warning_count": 35,
  "crit_path_start": "B[15]",
  "pin_count": 67,
  "io_buffers": 64,
  "min_path_type": "in -> out",
  "first_pass_iters": 6,
  "num_rows": 43,
  "min_period_ns": 21.53,
  "critPathCaptureType": "output port",
  "synth.top_cell.area_share_pct": 57.82,
  "cp.arrival_ns": 15.89,
  "grt-busiest-layer": "met2",
  "hold_viol_final": 0
}
==> metal layers <==
| layer | up-vias | share of wire, % |
|---|---|---|
| met5 | - | 0 |
| met4 | 0 | 0 |
| met2 | 63 | 51 |
| li1 | 2226 | - |
| met3 | 0 | 2.5 |
| met1 | 2480 | 46 |
==> kinds of logic (layout without fill, tap and decap cells) <==
logic type / Yosys count / after routing / synth area share [%]
AOI/OAI and AO/OA: 32 / 32 / 3.562
xor gates and xnor gates: 9 / 9 / 1.079
adders and majority gates: 241 / 241 / 62.96
buffers and inverters: 184 / 200 / 10.28
and+or+nand+nor: 291 / 291 / 22.13
==> cell usage in the layout, fill, tap and decap left out, drive strengths merged, types with 3 or more instances in the layout <==
master,n
a21o,5
a21oi,10
and2,192
clkdlybuf4s50,64
fa,211
ha,30
inv,136
nand2,68
nand3,3
nor2,13
nor2b,4
nor3,4
or4,3
xnor2,9
==> synthesized netlist by cell type (all sizes together) <==
library cell,instances
a21boi,2
nor2,13
a211oi,2
nor2b,4
o21a,1
o21ai,1
xnor2,9
fa,211
nor3b,1
nand2,68
o41ai,1
a31oi,1
ha,30
o2111ai,1
a21o,5
o311ai,1
buf,16
o211ai,2
a221oi,1
a21oi,10
and2,192
o2bb2ai,1
inv,136
or4,3
nand4b,1
nand4,2
nor3,4
o31ai,2
clkbuf,32
o22ai,1
nand3,3
==> final cells by class <==
| class | instances | area, µm² | share of cell area (%) |
|---|---|---|---|
| multi-input combinational | 573 | 6555 | 82.65 |
| tap | 180 | 225.2 | 2.840 |
| timing repair buffer | 64 | 640.6 | 8.077 |
| inverter | 136 | 510.5 | 6.436 |
==> critical path: cells and delay by family <==
kind,cells,cell delay (ns)
fa+ha+maj,17,7.35
buf+inv,7,1.52
compound gates,3,0.82
simple gates,2,0.39
xor+xnor,1,0.16
==> worst min-delay path by stage <==
stage | to | from | slack, ns | cells past startpoint
CTS | OUT[0] | A[0] | 12.59 | 3
global route | OUT[0] | A[0] | 12.66 | 3
finish | OUT[0] | A[0] | 12.58 | 3
==> per-stage QoR <==
step | hold WS (ns) | utilization (%) | setup WS, ns | cell area [µm²]
CTS | 12.59 | 56.48 | 6.687 | 7931
finish | 12.58 | 56.48 | 6.673 | 7931
detailed placement | 12.59 | 56.48 | 6.693 | 7931
global route | 12.66 | 56.48 | 6.241 | 7931
global placement | 12.58 | 56.48 | 6.771 | 7931
floorplan | 11.46 | - | 8.395 | 7306
