--- /design/flow/config.mk ---
export PLATFORM = sky130hd
export DESIGN_NAME = Multiplier_booth
export DESIGN_NICKNAME = Multiplier_booth
export VERILOG_FILES = /design/flow/design.v
export SDC_FILE = /design/flow/constraint.sdc
export NUM_CORES = 4
export LEC_CHECK = 1
export CORE_UTILIZATION = 30
--- /design/flow/constraint.sdc ---
current_design Multiplier_booth

set clk_period 14.7
set clk_io_pct 0.2

create_clock -name clk0 -period $clk_period [get_ports {clk}]

set non_clock_inputs [all_inputs -no_clocks]
set_input_delay [expr $clk_period * $clk_io_pct] -clock clk0 $non_clock_inputs
set_output_delay [expr $clk_period * $clk_io_pct] -clock clk0 [all_outputs]
--- /design/flow/design.v ---
module Multiplier_booth #(
	parameter APPROX_TYPE	= 0,
	parameter APPROX_W		= 16,			 
	parameter WIDTH_A 		= 16,
	parameter WIDTH_B 		= 16,
	parameter WIDTH_MUL 	= WIDTH_A + WIDTH_B,
	parameter SIGNED 		= 0,
	parameter STAGE			= 0				 
)(
	input	wire					clk,
	input	wire					rst_n,
	input	wire					pip_en,
	input	wire	[WIDTH_A-1:0]	A,
	input	wire	[WIDTH_B-1:0]	B,
	output	wire	[WIDTH_MUL-1:0]	OUT
);
	parameter WIDTH = ((WIDTH_A) > (WIDTH_B) ? (WIDTH_A) : (WIDTH_B));	
	parameter cnt	= (WIDTH + 1)/2;			 
	wire			[2:0]				Q;
	wire	signed	[WIDTH_MUL-1:0]		A_ext;
	wire			[WIDTH_B+2:0]		B_ext;
	wire								done;
	reg									done_reg;
	reg 	signed 	[WIDTH_MUL-1:0] 	OUT_final;
	reg		signed	[WIDTH_MUL-1:0]		product;
	reg				[5:0]				i;
	reg 	signed 	[WIDTH_MUL-1:0] 	pipe_reg [0:STAGE];		 
	integer 							p;
	assign 	Q = 	B_ext[2*i +: 3];
	assign	A_ext 	= SIGNED ? $signed({{WIDTH_B{A[WIDTH_A-1]}} , A}) : $signed({{WIDTH_B{1'b0}}, A});	
	assign 	B_ext 	= SIGNED ? {{2{B[WIDTH_B-1]}}, B, 1'b0} : {2'b0, B, 1'b0};	
	assign	done	= done_reg;
	always @(posedge clk or negedge rst_n) begin
		if(!rst_n) begin
			product		<= {WIDTH_MUL{1'b0}};
			i			<= 6'b0;
			done_reg	<= 1'b0;
		end
		else if (pip_en) begin
			if(i<cnt) begin
				case(Q)
					3'b000: product	<= product;							 
					3'b001: product	<= product + (A_ext << (2*i));		 
					3'b010: product	<= product + (A_ext << (2*i));		 
					3'b011: product	<= product + (A_ext << (2*i+1));	 
					3'b100: product	<= product - (A_ext << (2*i+1));	 
					3'b101: product	<= product - (A_ext << (2*i));		 
					3'b110: product	<= product - (A_ext << (2*i));		 
					3'b111: product	<= product;							 
				endcase
				i <= i + 1'b1;		 
				if(i == (cnt -1))	 
					done_reg	<= 1'b1;	 
				else 
					done_reg	<= 1'b0;
			end
			else begin
				product		<= {WIDTH_MUL{1'b0}};
				i			<= 6'b0;
				done_reg	<= 1'b0;
			end
		end
	end
	always @(posedge clk or negedge rst_n) begin
		if (!rst_n) begin
       		for(p = 0; p <= STAGE; p = p + 1) begin
				pipe_reg[p]		<= {WIDTH_MUL{1'b0}};	 
			end
		end
		else if (pip_en && done) begin
    		if(APPROX_TYPE)
				pipe_reg[0] <= {product[WIDTH_MUL-1:APPROX_W], {APPROX_W{1'b0}}};
			else
				pipe_reg[0]	<= product;
    		for (p = 1; p <= STAGE; p = p + 1) begin
        		pipe_reg[p] <= pipe_reg[p-1];			 
			end
		end
	end
	assign OUT = pipe_reg[STAGE];						 
endmodule
--- /design/flow/run.sh ---
#!/bin/bash
# OpenROAD 26Q1-2900-gdf79404cd8, Yosys 0.63+post, stock flow scripts
make -C /OpenROAD-flow-scripts/flow DESIGN_CONFIG=/design/flow/config.mk WORK_HOME=/design/flow/orfs finish
==> impl_results.rst <==
Flow metrics
------------

.. list-table::
   :header-rows: 1

   * - Metric
     - Value
   * - Status
     - complete, no violations
   * - Largest fanout of any net on the critical path
     - 12
   * - Req. time, crit path
     - 14.97 ns
   * - Io pins
     - 67
   * - Number of placed cells counting well taps
     - 1236
   * - Minimum clock period
     - 9.26 ns
   * - Fraction of final layout cells sized beyond drive strength 1
     - 12.1%
   * - Vias in the first global route
     - 6426
   * - Final hold vios
     - 0
   * - DIE WIDTH
     - 157 microns
   * - Post-CTS setup buffer count
     - 0
   * - Core area
     - 23500 sq um
   * - Starting density of the core
     - 30.7%
   * - Tally of nets with antenna violations remaining after routing
     - 0
   * - Synthesis Warnings
     - 2
   * - Prevailing logic family in the synthesized netlist
     - AND-OR/OR-AND gates
   * - Number of antenna violations at the first check in global routing
     - 0
   * - RSZ-0062 raised after global routing
     - no
   * - Summed standard-cell area reported by yosys
     - 7230 sq um
   * - Stage-log warning count
     - 25
   * - Clock sinks
     - 71
   * - MaxCap Viol Count
     - 0
   * - Seq. cell area
     - 1780 sq um
   * - Post-synthesis async set-or-reset flop share
     - 100%
   * - Critical-path top delay cell
     - sky130_fd_sc_hd__mux4_2
   * - Die area
     - 24700 sq um
   * - Number of slew-limit violations in the final report
     - 0
   * - Sort of element at the start of the critical path
     - primary input
   * - Post-cts resize count
     - 0
   * - Final setup violating endpoints
     - 0
   * - Cells after Synth
     - 881
   * - GPL Wtd Cong
     - 0.976
   * - CTS buffer count
     - 9
   * - Data arrival at the endpoint of the critical path
     - 9.53 ns
   * - GRT Total Usage
     - 18.5%
   * - Highest-count logic cell in the final layout
     - sky130_fd_sc_hd__nand2_1
   * - WL/cell
     - 17.4 microns
   * - Root Buffer Master
     - sky130_fd_sc_hd__clkbuf_16
   * - Synthesized area
     - 7230 sq um
   * - Number of antenna cells inserted
     - 0
   * - Critical path endpoint category
     - flop
   * - Final Non-Filler Cells
     - 1252
   * - Number of enable flip-flop cells
     - 0
   * - Number of DRC violations after detailed routing
     - 0
   * - Global-route wire length before repair
     - 35700 microns
   * - Placed Area
     - 8160 sq um
   * - Share of synthesized cell area in and, or, nand and nor gates
     - 20.7%
   * - Synth Area in XOR/XNOR
     - 5.81%
   * - Yosys cell count
     - 881
   * - Cell area after layout
     - 8520 sq um
   * - Total area of multi-input combinational cells
     - 5120 sq um
   * - Estimated wirelength of the detail-placed design
     - 16500 microns
   * - Largest clock skew in the final design
     - 0.0104 ns
   * - Worst slew margin relative to its limit
     - 41.3%
   * - Mean post-synth cell area
     - 8.21 sq um
   * - Overall via count from detail_route
     - 6976
   * - Cell Type Count
     - 92
   * - Clock edge transition at the registers on the reported setup and hold paths
     - 0.06 ns
   * - Routed WL
     - 21700 microns
   * - Placement row count
     - 56
   * - Type of the worst min-delay path
     - flop to flop
   * - Pin count of the biggest net entering global routing
     - 55
   * - Number of fillers in the final layout
     - 2428
   * - Crit-path leading delay family
     - AND-OR/OR-AND gates
   * - Maximum clock frequency
     - 108 MHz
   * - Die Y
     - 157 microns
   * - Multiplexer fraction of the synthesized cell area
     - 9.81%
   * - Vias/cell
     - 5.57
   * - Longest individual stage delay on the worst path
     - 0.65 ns
   * - Number of stages on the worst hold path
     - 2
   * - Worst-margin pin slew
     - 0.869 ns
   * - Most numerous logic cells after layout
     - sky130_fd_sc_hd__nand2_1 (109), sky130_fd_sc_hd__nor2_1 (73), sky130_fd_sc_hd__o21ai_0 (72)
   * - Count of hold buffers inserted by post-cts repair
     - 0
   * - TritonCTS clock tree
     - done
   * - Grt total ovfl
     - 0
   * - Most instantiated flip-flop cell in the synthesis netlist
     - sky130_fd_sc_hd__dfrtp_1
   * - Critical path depth in cells
     - 25
   * - Period Utilization, post-route
     - 63.0%
   * - Area share of fa/ha/maj cells after synthesis
     - 5.99%
   * - Register bit count reported by yosys
     - 71
   * - Post-synthesis sequential area ratio
     - 24.6%
   * - H-Tree Level Count
     - 3
   * - Max Buffers Root-to-Sink
     - 2
   * - Number of DRC markers in iteration 0
     - 439
   * - WS Path Type
     - primary input to flop
   * - Complex-gate fraction of the synthesized area
     - 28.4%
   * - Worst Reg2Reg Path Length in Cells
     - 24
   * - Setup TNS Final
     - 0 ns
   * - Input/output buffers
     - 66
   * - Clock Latency Late Sink
     - 0.34 ns
   * - Area Growth Syn to Fin
     - 17.9%
   * - Buf/Inv on CP
     - 1
   * - Pre-Repair DR Iteration Count
     - 5
-- worst register-to-register path, cell delays in order, from the launching register on --
cell and delay [ns]:
sky130_fd_sc_hd__dfrtp_1 0.81, sky130_fd_sc_hd__clkinv_1 0.55, sky130_fd_sc_hd__nand2_1 0.54, sky130_fd_sc_hd__o32ai_4 0.30, sky130_fd_sc_hd__o22ai_4 0.48, sky130_fd_sc_hd__mux4_2 0.65, sky130_fd_sc_hd__and3_1 0.21, sky130_fd_sc_hd__a211o_1 0.27
sky130_fd_sc_hd__a21oi_2 0.28, sky130_fd_sc_hd__nand4_2 0.20, sky130_fd_sc_hd__nor3_4 0.28, sky130_fd_sc_hd__and3_1 0.25, sky130_fd_sc_hd__a21oi_1 0.09, sky130_fd_sc_hd__xor2_1 0.18, sky130_fd_sc_hd__ha_1 0.36, sky130_fd_sc_hd__a21o_1 0.18
sky130_fd_sc_hd__a21oi_1 0.25, sky130_fd_sc_hd__nand2_1 0.08, sky130_fd_sc_hd__nor3_1 0.16, sky130_fd_sc_hd__a311oi_1 0.10, sky130_fd_sc_hd__a31o_2 0.30, sky130_fd_sc_hd__a31oi_1 0.31, sky130_fd_sc_hd__nand3_1 0.11, sky130_fd_sc_hd__mux2_1 0.29
sky130_fd_sc_hd__nand3_1 0.08
-- final cells by class --
| cell class | count | area share (%) |
|---|---|---|
| timing repair buffer | 82 | 9.13 |
| inverter | 24 | 1.06 |
| clock inverter | 6 | 1.56 |
| sequential | 71 | 20.8 |
| clock buffer | 10 | 2.69 |
| multi-input combinational | 740 | 60.0 |
| tap | 319 | 4.68 |
-- per-stage QoR --
step | hold WS [ns] | util [%] | setup WS, ns
floorplan | 0.426 | - | 6.45
global placement | 0.462 | 34.7 | 5.15
detailed placement | 0.481 | 34.7 | 5.16
CTS | 0.493 | 36.2 | 5.50
global route | 0.515 | 36.2 | 5.00
finish | 0.488 | 36.2 | 5.44
-- layer usage --
layer | global-route usage [%] | part of all wire (%)
met5 | 0 | 0
met4 | 4.48 | 2.5
met3 | 1.79 | 6.6
met2 | 28.0 | 44
met1 | 28.5 | 47
-- synthesized netlist by cell type (5+ instances only) --
cell type	n	area share, %
sky130_fd_sc_hd__o211ai_1	8	0.83
sky130_fd_sc_hd__nor2_1	73	3.8
sky130_fd_sc_hd__o31ai_1	7	0.73
sky130_fd_sc_hd__o221ai_1	8	0.97
sky130_fd_sc_hd__o21ai_0	72	5.0
sky130_fd_sc_hd__a22oi_1	7	0.73
sky130_fd_sc_hd__buf_2	7	0.48
sky130_fd_sc_hd__nand2_1	109	5.7
sky130_fd_sc_hd__nand2b_1	13	1.1
sky130_fd_sc_hd__o22ai_1	8	0.69
sky130_fd_sc_hd__o21ai_1	11	0.76
sky130_fd_sc_hd__nor2b_1	18	1.6
sky130_fd_sc_hd__ha_1	33	5.7
sky130_fd_sc_hd__xnor2_1	25	3.0
sky130_fd_sc_hd__a21o_1	11	1.1
sky130_fd_sc_hd__mux2i_1	18	2.5
sky130_fd_sc_hd__nand4_1	9	0.78
sky130_fd_sc_hd__a22o_1	7	0.85
sky130_fd_sc_hd__clkbuf_1	27	1.4
sky130_fd_sc_hd__nor4_1	6	0.52
sky130_fd_sc_hd__nor3_1	22	1.5
sky130_fd_sc_hd__xor2_1	23	2.8
sky130_fd_sc_hd__and3_1	9	0.78
sky130_fd_sc_hd__a211oi_1	5	0.52
sky130_fd_sc_hd__a21oi_1	58	4.0
sky130_fd_sc_hd__buf_6	8	1.2
sky130_fd_sc_hd__a31oi_1	11	0.95
sky130_fd_sc_hd__mux4_2	5	1.6
sky130_fd_sc_hd__nand3_1	23	1.6
sky130_fd_sc_hd__inv_1	22	1.1
sky130_fd_sc_hd__mux2_2	36	5.6
sky130_fd_sc_hd__or3_1	8	0.69
sky130_fd_sc_hd__dfrtp_1	71	25
sky130_fd_sc_hd__a32oi_1	5	0.61
-- cells by family after synthesis --
family          after synthesis
buf+inv                      70
simple gates                311
compound gates              287
mux                          60
fa+ha+maj                    34
flops                        71
xor+xnor                     48
-- final timing paths --
| path | startpoint | end | slack, ns |
|---|---|---|---|
| worst min-delay path | product[0] | product[0] | 0.49 |
| worst min register to register | product[0] | product[0] | 0.49 |
| worst max-delay path | B[2] | product[31] | 5.44 |
| worst max register to register | i[5] | product[31] | 7.33 |
| min in group asynchronous | rst_n | product[3] | 2.47 |
| max in group asynchronous | rst_n | product[17] | 11.28 |
